==> design/flow/design.v <==
`timescale 1ns / 1ps
module slavebusint(opb_dbus,reset,opb_abus,clk,opb_select,opb_rnw,o_sl_dbus,o_sl_xferack,o_sl_fullack,rd,wr,cs,opb_clk,opb_addrs,data_in,data_out);
    input [31:0] opb_dbus;
    input [15:0]opb_abus;
	 input [31:0]data_out;
	 input opb_clk,reset;
	 input opb_select;
    input opb_rnw;
    output [31:0] o_sl_dbus,data_in;
    output o_sl_xferack;
    output o_sl_fullack;
    output rd;
    output wr;
    output cs;
    output clk;
    output[15:0]  opb_addrs;
    reg o_sl_xferack,o_sl_fullack,rd,wr,cs,clk;
	 reg[15:0] opb_addrs;
	 reg [31:0] o_sl_dbus,data_in;
    reg[2:0] nst;
	 integer readcount;
	 parameter idle=3'b000,write=3'b001,read=3'b010,readwait=3'b011,done=3'b100;
	 always @(posedge opb_clk or posedge reset )
	  begin 
	  if (reset==1)
				 begin
				  rd<=0;
				  wr<=0;
				  o_sl_xferack<=1'b0;
				  o_sl_fullack<=1'b0;
				  end
			else
		case(nst)
		idle:begin				 
				 begin
				 if(opb_select==1) 
              begin
               cs<=1;
               opb_addrs<=opb_abus;	
               if(opb_rnw==0)
                 begin
					  wr<=1;
					  nst<=write;
					  end 
					else
                 nst<=read;
               end 					  
	          else
              begin
				  wr<=0;
				  rd<=0;
				  o_sl_xferack<=1'b0;
              o_sl_fullack<=1'b0;
				  nst<=idle;
              end                
	          end				 
				end 				  
       write:begin
		       wr<=1;
				 data_in<=opb_dbus;
				 o_sl_xferack<=1;
				 o_sl_fullack<=1;
				 nst<=done;
				 end
		 readwait:begin
		           if (readcount<2)
		            begin
                   readcount<=readcount+1;
                   nst<=readwait;
                  end
                 else
                  begin 					  
                   readcount<=0;
					   nst<=idle;
                  end					 
                end   
		 read:begin
		       rd<=1;
				 o_sl_dbus<=data_out;
				 o_sl_xferack<=1;
				 o_sl_fullack<=1;
				 nst<=readwait;
				end 
		 done:begin
		       cs<=0;
				 wr<=0;
				 rd<=0;
				 o_sl_xferack<=1;
				 nst<=idle;
				end
       default:
		         nst<=idle;
	endcase
 end	
endmodule
==> design/flow/run.sh <==
#!/bin/bash
# OpenROAD 26Q1-2900-gdf79404cd8, Yosys 0.63+post, stock flow scripts
make -C /OpenROAD-flow-scripts/flow DESIGN_CONFIG=/design/flow/config.mk WORK_HOME=/design/flow/orfs finish
==> design/flow/config.mk <==
export PLATFORM = sky130hd
export DESIGN_NAME = slavebusint
export DESIGN_NICKNAME = slavebusint
export VERILOG_FILES = /design/flow/design.v
export SDC_FILE = /design/flow/constraint.sdc
export NUM_CORES = 4
export LEC_CHECK = 1
export CORE_UTILIZATION = 40
==> design/flow/constraint.sdc <==
current_design slavebusint

set clk_period 6.5
set clk_io_pct 0.2

create_clock -name clk0 -period $clk_period [get_ports {opb_clk}]

set non_clock_inputs [all_inputs -no_clocks]
set_input_delay [expr $clk_period * $clk_io_pct] -clock clk0 $non_clock_inputs
set_output_delay [expr $clk_period * $clk_io_pct] -clock clk0 [all_outputs]
==> ci_impl_report.md <==
## Implementation flow summary

| Metric | Value |
|---|---|
| Cell Type Count | `43` |
| Min-delay worst type | `flip-flop to flip-flop` |
| Global route total overflow | `0` |
| Largest net degree at the start of global routing | `34` |
| Worst r2r src | `readcount[7]` |
| Synth-to-Final Area Change | `51.2%` |
| Worst Hold Depth | `2` |
| # setup viols final | `0` |
| Crit path launch type | `flip-flop` |
| Number of detailed-route iterations in the first pass | `4` |
| Top Family by Delay on Critical Path | `buffers and inverters` |
| R2R cell count | `5` |
| Asr flop ratio synth | `0.0328` |
| DP Wirelength | `8.22 mm` |
| Cell Area, Synth | `about 4700 um2` |
| Core Area | `11500 um2` |
| I/O pin cnt | `approximately 170` |
| Hold EP | `nst[4]` |
| GPL Wtd Cong | `between 0.8 and 0.9` |
| Sequential element share of the synthesized area | `0.763` |
| CP peak stage delay | `0.50 ns` |
| Post-CTS Resized | `0` |
| Pre-CTS setup slack | `3.62 ns` |
| Tool Warnings | `25` |
| Vias in the first global route | `3148` |
| Port bufs | `168` |
| Synth warnings | `2` |
| Rows | `39` |
| Clock root cell | `clkbuf_16` |
| Initial DRC Count | `between 150 and 200` |
| Non-filler cells, final | `647` |
| Die Y | `111 um` |
| CTS tree | `done` |
| Final WL | `11.3 mm` |
| Final slew viol count | `0` |
| Dpl cells | `615` |
| Outcome | `finished clean` |
| Via-to-Cell Ratio | `5.15` |
| CTS Buffer Depth | `2` |
| Clock sinks | `around 120` |
| Fin worst setup slack | `3.93 ns` |
| Clock Latency Late Sink | `0.41 ns` |
| Num CTS Buffers | `17` |
| Avg Cell Area, Syn | `15.3 um2` |
| Final period demand of the worst path | `2.57 ns` |
| Static Leak | `approximately 2.4 nW` |
| Max-cap violations | `0` |
| Fin crit share | `0.396` |
| Hold Violations, Final | `0` |
| TNS Setup | `0 ns` |
| Worst-path maximum fanout | `3` |
| Number of diodes | `0` |
| CP Cell Sequence | `clkdlybuf4s50_1` |
| H-tree depth | `4` |
| Pre-Place Util | `0.412` |
| HP Start | `nst[4]` |
| CP arrival | `1.27 ns` |
| Post-CTS Setup Repair Bufs | `0` |
| Fill count | `860` |
| Flip-flops with a built-in enable | `114` |
| Post-route ant nets | `0` |
| First-pass GRT wire length | `18.0 mm` |
| Flop area | `3600 um2` |
| Maximum vdd drop | `0.206 mV` |
| Total GRT Usage | `0.207` |
| Worst Clk Skew | `0.00640 ns` |
| CP max-delay cell | `clkdlybuf4s50_1` |
| Initial antenna violation count | `0` |
| Slew margin rel. | `0.457` |
| Die W | `111 um` |
| Comb. cell area | `1070 um2` |
| Hold buffers post-CTS | `0` |
| R2R Setup Slk | `3.98 ns` |
| Bufs and invs on worst path | `1` |
| Layout cells sized above 1 | `0.0794` |
| Cell count listed in synth_stat.txt | `~310` |
| Critical path class | `flip-flop to primary output` |
| DRC viols | `0` |
| Chip area line of the yosys report | `4720 um2` |
| Worst EP required | `5.20 ns` |
| Chip area | `12200 um2` |
| Max Freq | `just under 400 MHz` |
| Seq cells post-synth | `122` |
| Main flop type | `edfxtp_1` |
| Hold_ws | `0.510 ns` |
| CP endpoint kind | `primary output` |
| RSZ-0062 raised after global routing | `no` |
| Wire per inst | `~17 um` |
| DR vias | `about 3300` |
| Reg-to-Reg End | `nst[0]` |
| Slew @ Worst Pin | `about 0.8 ns` |
| P per Cell Area | `276 nW/um2` |
| Clk slew on worst S/H paths | `roughly 0.050 ns` |
| Synthesized instance count | `approximately 300` |
[worst max path at each step]
stage	startpoint	endpoint	slack, ns	cells past startpoint
after CTS	wr	wr	3.90	1
after global routing	readcount[0]	readcount[30]	3.87	5
final	wr	wr	3.93	1
[metal layers]
metal,vias to the layer above,global-route usage,share of wire
met5,-,0,0
met4,0,0.0204,0.012
met3,13,0.0901,0.11
met2,166,0.302,0.47
met1,1561,0.329,0.41
li1,1592,-,-
[cell usage in the layout, fill, tap and decap left out, types with 2 or more instances in the layout]
cell	count
clkinv_1	3
clkinvlp_4	2
or3_1	6
nor2b_2	3
o21ai_0	9
clkinv_2	3
clkdlybuf4s50_1	168
o31ai_1	9
edfxtp_1	114
nor2_1	19
nand2_1	15
nand4_1	15
buf_4	5
nor3_1	2
nand3_1	7
nor4_1	8
xnor2_1	6
and3_1	2
a21oi_1	22
and4_1	8
a31o_2	2
bufinv_16	2
clkbuf_1	5
inv_1	7
dfrtp_1	4
xor2_1	6
or4_1	10
clkbuf_16	17
nor2b_1	2
dfxtp_1	4
and2_1	2
[final cells by class]
class	count	share of cell area
clock buffers	22	0.0622
clock inverters	10	0.0142
inverters	7	0.00368
multi-input cells	170	0.149
flip-flops and latches	122	0.505
well taps	143	0.0251
repair buffers	173	0.241
[kinds of logic after synthesis]
family | share of synthesized area
AOI/OAI and AO/OA | 0.0649
xor gates and xnor gates | 0.0223
other | 0.000794
adders and majority gates | 0.00265
DFF | 0.763
and+or+nand+nor | 0.132
buffers and inverters | 0.0140
[through the flow]
stage / total power [mW] / utilization / area [um2]
after floorplan: 0.996 / - / 4720
after global placement: 1.11 / 0.575 / 6590
after detailed placement: 1.12 / 0.575 / 6590
after CTS: 1.99 / 0.623 / 7140
after global routing: 2.05 / 0.623 / 7140
final: 1.97 / 0.623 / 7140
[synthesized netlist by cell type (all sizes together), types with 2 or more instances]
library cell | instances | share of area
or3 | 7 | 0.0095
nor2 | 19 | 0.015
buf | 2 | 0.0026
nor2b | 5 | 0.0066
nor4 | 8 | 0.011
o21ai | 9 | 0.0095
o31ai | 9 | 0.014
xnor2 | 6 | 0.011
nand4 | 15 | 0.020
nor3 | 2 | 0.0021
xor2 | 6 | 0.011
dfxtp | 4 | 0.017
clkbuf | 7 | 0.0058
nand2 | 15 | 0.012
nand3 | 8 | 0.011
and4 | 8 | 0.015
a21oi | 22 | 0.023
dfrtp | 4 | 0.021
or4 | 11 | 0.018
a31o | 2 | 0.0037
and3 | 3 | 0.0042
edfxtp | 114 | 0.73
and2 | 2 | 0.0026
inv | 7 | 0.0056
[registers in the layout, indices dropped and copies added (netlist names), 4 cells and up, named ones only]
| signal | count |
|---|---|
| opb_addrs | 16 |
| o_sl_dbus | 32 |
| data_in | 32 |
| nst | 4 |
| readcount | 32 |
[power by group]
group / leakage [nW] / internal, mW / switching (mW)
logic: 0.987 / 0.104 / 0.0572
registers: 1.13 / 0.910 / 0.0299
clock network: 0.260 / 0.556 / 0.310
total: 2.37 / 1.57 / 0.397
Power figures rest on the tool's default switching activity, not on a simulated workload.
