==> design/flow/design.v <==
`timescale 1ns / 1ps
module serialclockdvdr(write,m_ss_bar,reset,clock,m_sclk,address,opb_datain,opb_dataout,read,cs,MOSI_2);
input reset,clock,write,read,cs;
input [15:0] address;
input [31:0]opb_datain;
output [31:0] opb_dataout;
reg[0:7] spcr;
reg[0:7] temp;
reg[0:7] temp1;
reg [31:0]opb_dataout;
output m_sclk,m_ss_bar,MOSI_2;
reg m_sclk,m_ss_bar,MOSI_2;
integer count1,count2,count3,count4;
reg[31:0] n_clk_cycles,clk_hightime,clk_lowtime;
parameter idle=3'b000,delay=3'b001,sclk1=3'b010,sclk0=3'b011,sclkhigh=3'b100;
reg [2:0]nst;
integer cntr_tx ;
always @(posedge clock or posedge reset)
  begin 
	if (reset ==1)
	 begin
	  n_clk_cycles<=32'b00000000000000000000000000000000;
	  clk_hightime<=32'b00000000000000000000000000000000;
	  clk_lowtime<=32'b00000000000000000000000000000000;
	  spcr<=8'b00000000;
	 end
	 else if(write==1 && cs ==1)
     begin
	   if(address == 16'b0000000000000000)
	      begin
			n_clk_cycles<=opb_datain;
		   end
		else if(address ==16'b0000000000010000)
		temp1<=opb_datain[7:0];
		else if(address ==16'b0000000000000100)
         clk_hightime<=opb_datain;
      else if(address ==16'b0000000000001000)
	       clk_lowtime<=opb_datain;
		else if(address ==16'b0000000000001100)
	       begin
			 spcr<=opb_datain[7:0];
			 end
	  end
  end
always @(posedge clock or posedge reset)
 begin
 if (reset ==1)
	 begin
	  opb_dataout<=32'h00000000;
	 end
  else if(read==1 && cs==1)
   begin
    if(address==16'b0000000000000000)
	  opb_dataout<=n_clk_cycles;
    else if(address==16'b0000000000000100)
	  opb_dataout<=clk_hightime;
    else if(address==16'b0000000000001000)
	  opb_dataout<=clk_lowtime;
    else if (address==16'b000000000001100)
	  opb_dataout<=spcr;
	end
end
always @( posedge m_sclk )
 begin
	if (cntr_tx<7)
	begin
   MOSI_2<=temp1[cntr_tx];  
	cntr_tx <= cntr_tx +1;
	end
	else 
	begin
	MOSI_2<=temp1[cntr_tx];  
	cntr_tx <= 0;
	end
end  
always @(posedge clock or posedge reset)
 begin
 if(reset==1 )
                 begin 
	               m_ss_bar<=1;count1<=0;count2<=0;count3<=0;count4<=0;
	                nst<=idle;
					    m_sclk<=0;
					  end
  else 
  case(nst)
         idle:begin
			       if (write==1 &&  spcr==8'b01001010)
                 begin
                  m_ss_bar<=0;
                  nst<=delay;
                 end	
					  end
			delay:begin 
			       if(count1<=1)
                 begin
					   count1<=count1+1;
						nst<=delay;
					  end
					 else
                 begin 
						count1<=0;
                  nst<=sclk1;
                 end
               end
 			sclk1: begin
			          if(count2<=n_clk_cycles)
                    begin
                     if(count3<=clk_hightime)
                      begin
                       m_sclk<=1;
							  count3<=count3+1;
							  nst<=sclk1;
                      end
                     else
                      begin
                       count2<=count2+1;
							  count3<=0;
                       nst<=sclk0;
                      end
							end
						 else
						  begin
                     nst<=sclkhigh;
                    end
                  end
       sclk0:begin
                if(count2<=n_clk_cycles)
                 begin
                  if(count4<=clk_lowtime)
                   begin
                    count4<=count4+1;						 
						  m_sclk<=0;
                    nst<=sclk0;
                   end
                  else
                   begin 
						 count2<=count2+1;
						  count4<=0;						
                    nst<=sclk1;
                   end
                 	end
						else
                   begin
                    nst<=sclkhigh;
						 end
					end
     sclkhigh:begin
	          count2<=0;
				 m_sclk<=1;
				 m_ss_bar<=1;
				 nst<=idle;
				 end
	 default:begin
				nst<=idle;
            end	
	endcase
	end
endmodule
==> design/flow/constraint.sdc <==
current_design serialclockdvdr

set clk_period 5.9
set clk_io_pct 0.2

create_clock -name clk0 -period $clk_period [get_ports {clock}]

set non_clock_inputs [all_inputs -no_clocks]
set_input_delay [expr $clk_period * $clk_io_pct] -clock clk0 $non_clock_inputs
set_output_delay [expr $clk_period * $clk_io_pct] -clock clk0 [all_outputs]
==> design/flow/run.sh <==
#!/bin/bash
# OpenROAD 26Q1-2900-gdf79404cd8, Yosys 0.63+post, stock flow scripts
make -C /OpenROAD-flow-scripts/flow DESIGN_CONFIG=/design/flow/config.mk WORK_HOME=/design/flow/orfs finish
==> design/flow/config.mk <==
export PLATFORM = sky130hd
export DESIGN_NAME = serialclockdvdr
export DESIGN_NICKNAME = serialclockdvdr
export VERILOG_FILES = /design/flow/design.v
export SDC_FILE = /design/flow/constraint.sdc
export NUM_CORES = 4
export LEC_CHECK = 1
export CORE_UTILIZATION = 50
==> qor.csv <==
stage;metric;value;unit
timing;unclocked_pins;33;
die;die_area;35300;µm²
clock_network;root_buffer;clkbuf_16;
routing;vias_per_cell;5.81;
routing;num_vias;14300;
die;die_h;188;µm
grt;grt_max_degree;66;
outcome;run_status;finished clean;
routing;drc;0;
die;floorplanUtilization;51.2;%
setup_path;crit_family;simple AND/OR/NAND/NOR gates;
job;openroad.warnings;28;
timing;untimed_endpoints;34;
grt;grt_pass1_vias;13300;
routing;wl_met2;21.6;mm
place;gp_congestion;0.885;
synth;synth_cells;1916;
routing;routedWlPerCell;19.1;µm
finish;drive_gt1_share;6.22;%
synth;yosysWarnings;1;
setup_path;cpPeakStageDelay;560;ps
grt;antenna_found_initial;0;
timing;finalSetupTns;0;ps
setup_path;critical_path_class;primary input to flop;
power_and_ir_drop;peakVddDrop;0.252;mV
routing;routed_wl;47.0;mm
place;port_buffers;87;
clock_network;cts_tree;yes;
job;maxCapViolCount;0;
timing;rsz0062_at_grt;no;
setup_path;cp_max_fo;34;
finish;final_cell_area;19900;µm²
place;dp_hpwl;33.8;mm
synth;synth.distinct_cells;70;
place;place_area;18600;µm²
clock_network;h-tree-depth;2;
timing;drv_slew;0;
synth;edf_count;8;
grt;grt-ovfl-total;0;
setup_path;worst_setup_path_end_kind;flop;
synth;ys_seq_share;44.4;%
timing;fmax;246;MHz
finish;fill_cells;2849;
setup_path;cp_common_cell;buf_4;
synth;avgSynthCellArea;9.02;µm²
clock_network;numCtsBuffers;34;
routing;firstDrtPassIters;4;
setup_path;cp_slowest_cell;nor4_1;
clock_network;clockBufferDepth;3;
timing;layout_min_cycle_time;4060;ps
routing;drtIter0Drc;825;
clock_network;holdBufCountCts;0;
grt;gr-usage-all-layers;28.4;%
routing;postRouteAntennaNets;0;
power_and_ir_drop;p_leak;8.88;nW
finish;area_delta_synth_final;15.2;%
die;rows;67;
clock_network;clock_latency;510;ps
synth;synth_area;17300;µm²
timing;relSlewSlack;46.4;%
synth;yosys_area;17300;µm²
die;ios;88;
clock_network;cts_resized;0;
timing;period_used_share;68.8;%
synth;synth-seq-cells;312;
timing;setup_viol;0;
setup_path;crit_required;6260;ps
synth;yosysCellCount;1916;
power_and_ir_drop;cellPowerDensity;220;nW/µm²
setup_path;path_buffers;4;
routing;top_layer_used;met4;
grt;grt_pass1_wl;75.6;mm
synth;postSynth.asyncResetShare;86.9;%
routing;antennaDiodeCount;0;
die;core;33800;µm²
synth;ys.flop_type;dfrtp_1;
die;die_w;188;µm
timing;finalClockSkew;17.0;ps
clock_network;clkSlewWorstSetupHoldPaths;60;ps
timing;tightest_slew;804;ps
hold_path;hold_class;flop to flop;
setup_path;crit_chain;clkdlybuf4s50_1, nor4_1, nand4_1, nor3b_4, buf_4, inv_1, nor2_4, buf_4, o21ai_0;
routing;met1_length;22.0;mm
timing;hold_violations;0;
routing;dr_wl_met3;2.38;mm
clock_network;post_cts_buffers;0;
setup_path;arrival;4420;ps
setup_path;critPathLaunchType;primary input;
==> sequential cells by signal (all words and copies together), names as in the netlist, 8 cells and up <==
signal,count
count4,32
opb_dataout,32
cntr_tx,32
temp1,8
count2,32
spcr,8
clk_lowtime,32
n_clk_cycles,32
count1,32
clk_hightime,32
count3,32
==> area by class of cell <==
| type | instances | area [µm²] | area share [%] |
|---|---|---|---|
| inverters | 149 | 563 | 2.83 |
| flip-flops and latches | 312 | 7680 | 38.6 |
| multi-input cells | 1372 | 8760 | 44.0 |
| clock inverters | 15 | 282 | 1.41 |
| well taps | 448 | 561 | 2.81 |
| repair buffers | 115 | 1080 | 5.43 |
| clock buffers | 46 | 987 | 4.96 |
==> worst paths after layout <==
check | start | to | slack, ps | cells past startpoint
setup / recovery | address[10] | clk_lowtime[1] | 1840 | 9
hold / removal | opb_dataout[9] | opb_dataout[9] | 470 | 2
setup reg to reg | clk_lowtime[26] | count2[5] | 1900 | 9
hold reg to reg | opb_dataout[9] | opb_dataout[9] | 470 | 2
max in group asynchronous | reset | count2[3] | 3390 | 4
min in group asynchronous | reset | clk_lowtime[4] | 1280 | 3
==> synth_stat cells (all sizes together), types with 20 or more instances <==
cell type	number	area (µm²)
a221o	38	380
inv	149	559
nor4	43	290
ha	105	1310
nand3	80	400
and3	40	250
o221ai	20	175
nand4	55	344
mux2i	26	260
a21oi	66	330
or3	27	169
nor2	125	472
xnor2	27	236
nand2	230	863
clkbuf	67	251
o21ai	216	1080
nor3	38	195
dfrtp	269	6730
xor2	26	228
dfxtp	33	661
==> per-stage QoR <==
stage | hold WS (ps) | power [mW] | util (%) | cells | worst slack (ps)
finish | 475 | 4.38 | 58.9 | 2457 | 1840
global route | 498 | 4.51 | 58.9 | 2457 | 1600
detailed placement | 471 | 2.06 | 55.2 | 2396 | 1350
floorplan | 426 | 1.99 | - | 1916 | 69.2
CTS | 483 | 4.43 | 58.9 | 2457 | 1860
global placement | 461 | 2.06 | 55.2 | 2396 | 1380
==> logic make-up after synthesis <==
kind of cell	count (synthesis)	synth area share, %
adder cells (fa/ha/maj)	105	7.60
flip-flops	312	44.4
multiplexers	43	2.74
buffers and inverters	232	5.17
AND-OR/OR-AND	432	15.6
XOR/XNOR	53	2.68
AND/OR/NAND/NOR	739	21.7
==> worst min-delay path, stage by stage (launching register included) <==
cell     delay, ps
dfrtp_1        340
nand2_1         40
o21ai_0         60
==> power breakdown <==
| part | switching (mW) | total (mW) | internal, mW |
|---|---|---|---|
| Sequential | 0.000134 | 1.92 | 1.92 |
| Combinational | 0.0664 | 0.102 | 0.0353 |
| Clock | 0.832 | 2.36 | 1.52 |
| Total | 0.899 | 4.38 | 3.48 |
==> metal layers <==
layer / up-vias / global-route usage [%]
met3: 54 / 4.01
met1: 6818 / 45.8
met5: - / 0
met2: 350 / 43.0
met4: 0 / 5.35
li1: 7056 / -
==> cells in the final DEF, fill, tap and decap left out, types with 20 or more instances in the layout <==
master,instances
mux2i_1,26
nand4_1,55
and3_1,39
clkdlybuf4s50_1,87
clkbuf_16,35
xnor2_1,27
or3_1,27
a21oi_1,66
o221ai_1,20
buf_4,28
nand3_1,79
nor3_1,35
ha_1,105
inv_1,148
dfrtp_1,269
dfxtp_1,33
o21ai_0,213
nor2_1,122
xor2_1,26
nor4_1,41
nand2_1,230
a221o_1,38
Power is estimated from default activity; no workload was simulated.
